### ./run.sh
#!/bin/bash
# OpenROAD 26Q1-2900-gdf79404cd8, Yosys 0.63+post, stock flow scripts
make -C /OpenROAD-flow-scripts/flow DESIGN_CONFIG=/design/flow/config.mk WORK_HOME=/design/flow/orfs finish
### ./config.mk
export PLATFORM = sky130hd
export DESIGN_NAME = HandwashSensor
export DESIGN_NICKNAME = HandwashSensor
export VERILOG_FILES = /design/flow/design.v
export SDC_FILE = /design/flow/constraint.sdc
export NUM_CORES = 4
export LEC_CHECK = 1
export CORE_UTILIZATION = 40
### ./design.v
module HandwashSensor(
    input clk,
    input reset,
    input acceptLeftHandDistance,
    input [15:0] leftHandDistance,
    input acceptLeftHandGain,
    input [7:0] leftHandGain,
    input acceptRightHandDistance,
    input [15:0] rightHandDistance,
    input acceptRightHandGain,
    input [7:0] rightHandGain,
    output waterOn
);
reg [15:0] leftHandDistanceHeld;
 always@(posedge clk)  begin
     if(reset)
         leftHandDistanceHeld <= 0;
     else if(acceptLeftHandDistance)
         leftHandDistanceHeld <= leftHandDistance;
     else
         leftHandDistanceHeld <= leftHandDistanceHeld;
 end
reg [7:0] leftHandGainHeld;
 always@(posedge clk)  begin
     if(reset)
         leftHandGainHeld <= 0;
     else if(acceptLeftHandGain)
         leftHandGainHeld <= leftHandGain;
     else
         leftHandGainHeld <= leftHandGainHeld;
 end
reg [15:0] rightHandDistanceHeld;
 always@(posedge clk)  begin
     if(reset)
         rightHandDistanceHeld <= 0;
     else if(acceptRightHandDistance)
         rightHandDistanceHeld <= rightHandDistance;
     else
         rightHandDistanceHeld <= rightHandDistanceHeld;
 end
reg [7:0] rightHandGainHeld;
 always@(posedge clk)  begin
     if(reset)
         rightHandGainHeld <= 0;
     else if(acceptRightHandGain)
         rightHandGainHeld <= rightHandGain;
     else
         rightHandGainHeld <= rightHandGainHeld;
 end
wire [15:0] leftHand;
 wire [23:0] leftHandDistanceHeld_Mult_leftHandGainHeld;
 DSP48_AxB dsp_leftHandDistanceHeld_Mult_leftHandGainHeld(
     .CLK(clk),
     .A({ {9{1'b0}}, leftHandDistanceHeld}),
     .B({ {10{1'b0}}, leftHandGainHeld}),
     .P(leftHandDistanceHeld_Mult_leftHandGainHeld)
 );
 reg [16:0] leftHandDistanceHeld_Mult_leftHandGainHeld_ShiftR_7;
 always@(posedge clk) begin
     if(reset)
         leftHandDistanceHeld_Mult_leftHandGainHeld_ShiftR_7 <= 0;
     else
         leftHandDistanceHeld_Mult_leftHandGainHeld_ShiftR_7 <= leftHandDistanceHeld_Mult_leftHandGainHeld >> 7;
 end
 assign leftHand = leftHandDistanceHeld_Mult_leftHandGainHeld_ShiftR_7;
wire [15:0] rightHand;
 wire [23:0] rightHandDistanceHeld_Mult_rightHandGainHeld;
 DSP48_AxB dsp_rightHandDistanceHeld_Mult_rightHandGainHeld(
     .CLK(clk),
     .A({ {9{1'b0}}, rightHandDistanceHeld}),
     .B({ {10{1'b0}}, rightHandGainHeld}),
     .P(rightHandDistanceHeld_Mult_rightHandGainHeld)
 );
 reg [16:0] rightHandDistanceHeld_Mult_rightHandGainHeld_ShiftR_7;
 always@(posedge clk) begin
     if(reset)
         rightHandDistanceHeld_Mult_rightHandGainHeld_ShiftR_7 <= 0;
     else
         rightHandDistanceHeld_Mult_rightHandGainHeld_ShiftR_7 <= rightHandDistanceHeld_Mult_rightHandGainHeld >> 7;
 end
 assign rightHand = rightHandDistanceHeld_Mult_rightHandGainHeld_ShiftR_7;
parameter threshold = 1500;
assign waterOn = leftHand != 0 && rightHand != 0 && (leftHand < threshold || rightHand < threshold);
endmodule
module DSP48_AxB
   (CLK,
    A,
    B,
    P);
  input CLK;
  input [24:0]A;
  input [17:0]B;
  output [42:0]P;
assign P = A*B;
endmodule
### ./constraint.sdc
current_design HandwashSensor

set clk_period 6.4
set clk_io_pct 0.2

create_clock -name clk0 -period $clk_period [get_ports {clk}]

set non_clock_inputs [all_inputs -no_clocks]
set_input_delay [expr $clk_period * $clk_io_pct] -clock clk0 $non_clock_inputs
set_output_delay [expr $clk_period * $clk_io_pct] -clock clk0 [all_outputs]
==> flow_metrics.env <==
# implementation run metrics
export IMPL_clock_insertion_delay_worst_skew_ps=350
export IMPL_cpPeakStageDelay_ps=630
export IMPL_number_of_resized_instances_in_the_post_cts_repair_step=0
export IMPL_residual_overflow_from_global_routing=0
export IMPL_final_instance_count_excl_fill=1503
export IMPL_cts_made_buffers=9
export IMPL_numPlacedInstances=1487
export IMPL_core_area_sq_um=25180
export IMPL_critPathMostFrequentCell="fa_1"
export IMPL_number_of_hold_buffers_added_after_cts=0
export IMPL_setup_total_negative_slack_ps=0
export IMPL_worst_hold_path_num_cells=2
export IMPL_period_used=0.7900
export IMPL_timing_critical_path_required_ps=6640
export IMPL_clock_sinks=80
export IMPL_synth_async_sr_flop_share=0
export IMPL_cp_start_kind="register"
export IMPL_grt_start_max_net_pins=60
export IMPL_timing_max_transition_violations_final=0
export IMPL_syn_mean_instance_area_sq_um=8.990
export IMPL_cp_num_cells=16
export IMPL_synth_cell_types=53
export IMPL_final_layout_size_suffix_gt1_frac=0.02387
export IMPL_timing_worst_slew_pin_value_ps=635.5
export IMPL_post_route_min_period_ps=5056
export IMPL_top_cells_by_area="fa_1 (32%), dfxtp_1 (16%), and2_1 (10%), ha_1 (9.5%), inv_1 (6.9%)"
export IMPL_cts_htree_levels=3
export IMPL_worstRegToRegCells=16
export IMPL_synthesis_area_sq_um=10240
export IMPL_critPathBufInv=3
export IMPL_timing_hold_worst_class="reg2reg"
export IMPL_post_dp_hpwl_mm=16.61
export IMPL_hold_violations=0
export IMPL_critical_path_class="reg2reg"
export IMPL_boundaryPins=55
export IMPL_cts_post_setup_buffers_inserted=0
export IMPL_run_status="finished clean"
export IMPL_fin_worst_skew_ps=9.959
export IMPL_synth_edff_count=0
export IMPL_synth_yosys_warnings=3
export IMPL_drt_first_iter_violations=202
export IMPL_grt_pass1_wl_mm=36.51
export IMPL_chip_area_sq_um=26240
export IMPL_avgRoutedWirePerCell_um=13.63
export IMPL_critical_path_cell_sequence="nand2_1, fa_1, fa_1, inv_1, fa_1, inv_1, fa_1, inv_1, ha_1, a21oi_1, o21ai_0, a221oi_4, o21bai_1, a41o_1, a21oi_1, mux2_2"
export IMPL_final_antenna_net_count=0
export IMPL_route_detailed_drc=0
export IMPL_fp_dieH_um=162
export IMPL_cell_at_the_root_of_the_clock_tree="clkbuf_16"
export IMPL_grtUsageTotal=0.1797
export IMPL_ys_area_sq_um=10240
export IMPL_timing_critical_path_arrival_ps=5290
export IMPL_count_of_input_and_output_buffers=54
export IMPL_synth_area_leader_cell="fa_1"
export IMPL_setup_repair_after_global_routing_missed_its_margin="false"
export IMPL_synthToLayoutAreaGrowth_pct=11.06
export IMPL_gp_congestion=0.8711
export IMPL_chipWidth_um=162
export IMPL_antenna_cells_inserted=0
export IMPL_synthFlopType="dfxtp_1"
export IMPL_critPathSlowestCell="dfxtp_1"
export IMPL_log_warning_count=25
export IMPL_cts_tree="yes"
export IMPL_floorplan_initialDensity=0.4066
export IMPL_grt_antenna_before_repair=0
export IMPL_synth_top_cells_by_count="inv_1 (189), and2_1 (169), fa_1 (164), nand2_1 (105), nor2_1 (93)"
export IMPL_clk_path_buf_depth=2
export IMPL_power_density_nw_per_um2=132.8
export IMPL_drt_first_pass_iters=4
export IMPL_synth_flops=80
export IMPL_timing_critical_path_to_type="register"
export IMPL_r2r_setup_slack_ps=1340
export IMPL_first_global_vias=7489
export IMPL_synth_seq_area_share=0.1564
export IMPL_via_per_inst=4.830
export IMPL_timing_max_slew_rel_slack=0.5758
export IMPL_rows=58
export IMPL_yosys_cell_count_top_type="inv_1"
export IMPL_post_route_worst_hold_slack_ps=603.2
export IMPL_totalWireLength_mm=20.48
export IMPL_power_ir_vdd_worst_v=0.0001496
export IMPL_leakagePower_nw=5.640
export IMPL_finalSetupViolCount=0
export IMPL_clkTransAtPathRegs_ps=70
export IMPL_postSynthCellCount=1139
export IMPL_via_count=7259
export IMPL_critPathMaxFanout=17
export IMPL_yosys_cells=1139
export IMPL_synthDominantCellAreaShare=0.3206
export IMPL_critical_path_top_delay_family="adder cells"
export IMPL_maxCapViolations=0
export IMPL_max_freq_ghz=0.1978
flip-flops by register name, indices dropped and copies added, names as in the netlist:
name / cells
leftHandDistanceHeld: 16
leftHandDistanceHeld_Mult_leftHandGainHeld_ShiftR_7: 16
leftHandGainHeld: 8
rightHandDistanceHeld: 16
rightHandDistanceHeld_Mult_rightHandGainHeld_ShiftR_7: 16
rightHandGainHeld: 8
logic make-up (layout without fill, tap and decap cells):
family                     after synthesis  count (layout)  share of synthesized area
muxes                                   51              51                    0.05022
adders and majority gates              242             242                     0.4159
AOI/OAI and AO/OA                       91              91                    0.06085
xor gates and xnor gates                31              31                    0.02652
and+or+nand+nor                        416             416                     0.2065
buffers and inverters                  228             262                    0.08358
DFF                                     80              80                     0.1564
final cells by class:
type / count / area [sq um]
multi-input combinational: 831 / 7782
clock buffer: 9 / 225.2
fill: 2411 / 13810
tap: 330 / 412.9
timing repair buffer: 57 / 558.0
sequential: 80 / 1602
clock inverter: 7 / 82.58
inverter: 189 / 709.4
tightest hold or removal path, delay by kind of cell, from the launching register on:
family | cells | cell delay (ps)
simple gates | 1 | 50
flops | 1 | 360
mux | 1 | 150
report_power, final:
part           switching (mW)  leakage (nW)  internal [mW]
clock network           0.237         0.145          0.309
logic                   0.190          4.84          0.176
registers              0.0641         0.658          0.533
total                   0.492          5.64           1.02
final timing paths:
check,to,start
worst min-delay path,rightHandDistanceHeld[0]$_SDFFE_PP0P_,rightHandDistanceHeld[0]$_SDFFE_PP0P_
worst min register to register,rightHandDistanceHeld[0]$_SDFFE_PP0P_,rightHandDistanceHeld[0]$_SDFFE_PP0P_
worst max-delay path,register,leftHandGainHeld[2]$_SDFFE_PP0P_
worst max register to register,register,leftHandGainHeld[2]$_SDFFE_PP0P_
per-layer routing:
| layer | vias to the layer above | wire (um) | GRT usage |
|---|---|---|---|
| li1 | 3595 | - | - |
| met1 | 3525 | 9659 | 0.2726 |
| met2 | 123 | 9774 | 0.2932 |
| met3 | 16 | 737 | 0.02735 |
| met4 | 0 | 310 | 0.02230 |
| met5 | - | 0 | 0 |
metrics by stage:
step | power (mW) | area [sq um] | setup slack [ps] | utilization
after detailed placement | 0.9795 | 11060 | 1365 | 0.4394
after global routing | 1.614 | 11370 | 985.0 | 0.4516
after global placement | 0.9782 | 11060 | 1449 | 0.4394
after CTS | 1.536 | 11370 | 1331 | 0.4516
final | 1.510 | 11370 | 1344 | 0.4516
after floorplan | 0.8501 | 10240 | 1642 | -
cell usage in the layout, fill, tap and decap left out, types with 3 or more instances in the layout:
cell type        instances
xor2_1                  12
o21ai_0                 18
clkdlybuf4s50_1         53
a31oi_1                  3
and2_1                 169
or4_1                    3
nor2_1                  93
ha_1                    78
inv_6                    3
nor2b_1                  7
mux2i_1                 48
clkbuf_16                9
a21oi_1                 30
fa_1                   164
nand3_1                  9
xnor2_1                 19
nand2_1                105
inv_1                  189
buf_4                    3
nand2b_1                 3
dfxtp_1                 80
o21bai_1                 6
nor4_1                   5
nor3_1                   6
a21o_1                   9
and3_1                   6
and4_1                   3
No activity file was given, so power comes from the tool's default toggle rates.
